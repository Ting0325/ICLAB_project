===== flow/run.sh =====
#!/bin/bash
# OpenROAD 26Q1-2900-gdf79404cd8, Yosys 0.63+post, stock flow scripts
make -C /OpenROAD-flow-scripts/flow DESIGN_CONFIG=/design/flow/config.mk WORK_HOME=/design/flow/orfs finish

===== flow/config.mk =====
export PLATFORM = sky130hd
export DESIGN_NAME = cache
export DESIGN_NICKNAME = cache
export VERILOG_FILES = /design/flow/design.v
export SDC_FILE = /design/flow/constraint.sdc
export NUM_CORES = 4
export LEC_CHECK = 1
export CORE_AREA = 10 10 70 70
export DIE_AREA = 0 0 80 80

===== flow/constraint.sdc =====
current_design cache

set clk_period 1.0
set clk_io_pct 0.2

create_clock -name clk0 -period $clk_period [get_ports {clk}]

set non_clock_inputs [all_inputs -no_clocks]
set_input_delay [expr $clk_period * $clk_io_pct] -clock clk0 $non_clock_inputs
set_output_delay [expr $clk_period * $clk_io_pct] -clock clk0 [all_outputs]

===== flow/design.v =====
module cache #(
  parameter DATA_WIDTH=32,                  
  parameter ADDR_WIDTH=10                   
)(
  input      [DATA_WIDTH-1:0] dina,        
  input      [ADDR_WIDTH-1:0] addrb,   
  input      [ADDR_WIDTH-1:0] addra,  
  input                       wea,          
  input                       clk,   
  output reg [DATA_WIDTH-1:0] doutb            
);
  reg [DATA_WIDTH-1:0] ram [2**ADDR_WIDTH-1:0];  
  always @(posedge clk) begin  
    if (wea) begin 
      ram[addra] <= dina;
    end
  end
  always @(posedge clk) begin  
    doutb <= addrb; 
  end
endmodule

==> impl_metrics.toml <==
# flow metrics
[outcome]
status = "finished, final reports clean"

[detailed_routing]
dr_wl_met2_um = 439
ant_nets = 0
wl_met1_um = 346
num_vias = 210
antenna_cells = 0
drtIter0Drc = 6
wire_per_inst_um = 8.85
wl_um = 894
dr.pass1.iters = 2
wl_met3_um = 90
drc = 0
routed.top_layer = "met4"
viasPerCell = 2.08

[cts]
clk_pin_slew_worst_paths_ns = 0.06
clockBufferDepth = 2
root_buffer = "clkbuf_4"
cts_buffers = 3
cts_tree = "yes"
ctsHoldBuffers = 0
cts.sinks = 10
post_cts_buffers = 0
h-tree-depth = 1

[timing]
hold_viol_final = 0
fin_crit_sh_pct = 96.5
tns_ns = 0
whs_ns = 0.384
post-route-min-period_ns = 0.965
setup_ws_ns = 0.0350
fmax_mhz = 1040
grt_setup_unrepaired = "false"
maxSlewViolCount = 0
setup_viol = 0

[setup_path]
worstPathArrival_ns = 0.76
cp_max_fo = 1
cpPeakStageDelay_ns = 0.29
end_kind = "output port"
cp.required_ns = 0.80
cp_top_family = "flip-flops"
critPathSlowestCell = "dfxtp_1"
cp_num_buf_inv = 1
crit_type = "register to output port"
crit_chain = "dlygate4sd2_1"
start_kind = "register"

[grt]
antenna_found_initial = 0
grt_pass1_wl_mm = 1.18
grt_max_degree = 6
grt_overflow = 0
grt_usage_pct = 2.28
grt_pass1_vias = 246

[placed_design]
dp_hpwl_um = 834
gp_congestion = 0.753
place_area_um2 = 541
port_buffers = 20
dp_slack_ns = 0.0397
placedCellCount = 98

[layout]
largest_reg_flops = 10
regArea_um2 = 203
mi_logic_area_um2 = 82.6
regMostFlops = "doutb"
area_growth_pct = 52.5
reg_top3 = "doutb: 10 flops"
drive_gt1_share_pct = 9.09
instances_no_fill = 101
fillers = 393
post-route-cell-area_um2 = 563
final_util_pct = 16.5

[die]
core_region_area_mm2 = 0.00342
num_rows = 21
die_w_um = 80
fp_util_pct = 10.8
ios = 86
die-area_mm2 = 0.00640
die_h_um = 80

[yosys]
common_cells = "buf_4 (22), dfxtp_1 (10), conb_1 (1)"
synth_top_area_share_pct = 54.2
syn_area_per_cell_um2 = 11.2
largest_area_cell = "dfxtp_1"
top_cell = "buf_4"
synthTopCellsByArea = "dfxtp_1 (54%), buf_4 (45%), conb_1 (1.0%)"
yosysUniqueCellTypes = 3
ys_async_sr_fraction_pct = 0
yosys_cells = 33
netlist_area_um2 = 369
ys_ff = 10
yosys_warnings = 1
ys.flop_type = "dfxtp_1"
syn_inst = 33
yosys_area_um2 = 369
edf_count = 0
ys_seq_share_pct = 54.2

[run]
max-cap-violations = 0
warnings = 68

[worst_hold_path]
hold_path_class = "primary input to register"

[pwr]
fin_total_pwr_uw = 743
peakVddDrop_mv = 0.226
p_leak_nw = 0.256
powerDensity_mw_per_mm2 = 1320
## routing by layer
metal  vias up  global-route usage [%]
met5         -                       0
li1         99                       -
met2        25                    3.61
met1        84                    2.62
met4         0                    1.06
met3         2                   0.909
## cells in the final DEF, fill, tap and decap left out, drive strengths merged
cell and n:
dlygate4sd2 2, clkdlybuf4s15 8, clkbuf 3, dfxtp 10, clkdlybuf4s50 10, conb 22
## area by class of cell
type	count	area share, %
flip-flops and latches	10	36.0
repair buffers	20	35.1
multi-input cells	22	14.7
well taps	46	10.2
clock buffers	3	4.00
## path summary, 6_finish.rpt
kind,start,to,slack (ns),cells after the start
worst max-delay path,doutb[9],doutb[9],0.04,1
worst min-delay path,addrb[6],doutb[6],0.38,1
## power breakdown
part           switching (mW)  internal, mW
Sequential            0.00443         0.421
Clock                   0.113         0.138
Combinational          0.0116        0.0561
Total                   0.129         0.614
## logic make-up after synthesis
family                 count (synthesis)  synth area share (%)
flip-flops                            10                  54.2
other                                  1                  1.02
buffers and inverters                 22                  44.7
## timing repair
item,in CTS,in global routing
endpoints found under the setup margin,10,8
hold endpoints to repair,0,0
gates resized,10,10
Power figures rest on the tool's default switching activity, not on a simulated workload.
